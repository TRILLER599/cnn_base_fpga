`design/flow/constraint.sdc`:
```
current_design liv_trasporto_errore_B_risposta

set clk_period 3.8
set clk_io_pct 0.2

create_clock -name clk0 -period $clk_period [get_ports {clk}]

set non_clock_inputs [all_inputs -no_clocks]
set_input_delay [expr $clk_period * $clk_io_pct] -clock clk0 $non_clock_inputs
set_output_delay [expr $clk_period * $clk_io_pct] -clock clk0 [all_outputs]
```
`design/flow/run.sh`:
```
#!/bin/bash
# OpenROAD 26Q1-2900-gdf79404cd8, Yosys 0.63+post, stock flow scripts
make -C /OpenROAD-flow-scripts/flow DESIGN_CONFIG=/design/flow/config.mk WORK_HOME=/design/flow/orfs finish
```
`design/flow/design.v`:
```
`timescale 100ps/100ps
(* keep_hierarchy = "yes" *) module liv_trasporto_errore_B_risposta (
    input  bit clk,
    input  bit i_rst,
    input  bit [15:0] i_errore,
    input  bit i_errore_event,
    input  bit i_tutti_disp,
    input  bit [13:0] i_comando,
    input  bit [31:0] i_pacco_ricevuto,
    input  bit [31:0] i_pacco_ultimo,
    input  bit i_lung8k,
    output bit [31:0] od_data,
    output bit od_valid
);
localparam bit [14:0] numero_disp = 0;
localparam bit [1:0] c_2b10 = 2;
bit [2:0] counter;
bit counter_en;
bit valid;
bit [31:0] data;
always_ff @(posedge clk)
begin
if (i_rst) begin
    counter_en <= 0;
end
else begin
    if (counter_en) begin
        counter_en <= ~(&counter);
    end
    else begin
        counter_en <= i_errore_event;
    end
end
end
always_ff @(posedge clk)
begin
    if (counter_en) begin
        counter <= counter+1;
    end
    else begin
        counter <= 0;
    end
end
always_ff @(posedge clk)
begin
    if (counter_en) begin
        if (counter==0) begin
            data <= {c_2b10,i_comando,i_tutti_disp,numero_disp};
        end
        else if (counter==1) begin
            data <= i_pacco_ricevuto;
        end
        else if (counter==2) begin
            data[31:16] <= (i_lung8k)?8192:1024;
            data[15:0] <= i_errore;
        end
        else if (counter==3) begin
            data <= i_pacco_ultimo;
        end
        else begin
            data <= 0;
        end
    end
end
always_ff @(posedge clk)
begin
if (i_rst) begin
    valid <= 0;
end
else begin
    valid <= counter_en;
end
end
assign od_data = data;
assign od_valid = valid;
endmodule
`timescale 100ps/100ps
module distrib
#(
parameter ORDER           = 5,
parameter WIDTH           = 6
)
(
    input                 clk,
    input                 ena,
    input  [ORDER-1:0]    addra,
    input  [WIDTH-1:0]    dia,
    input  [ORDER-1:0]    addrb,
    output [WIDTH-1:0]    dob
);
bit [WIDTH-1:0]           ram[2**ORDER-1:0];
always_ff @(posedge clk)
begin
    if (ena)
        ram[addra] <= dia;
end
assign dob = ram[addrb];
endmodule
```
`design/flow/config.mk`:
```
export PLATFORM = sky130hd
export DESIGN_NAME = liv_trasporto_errore_B_risposta
export DESIGN_NICKNAME = liv_trasporto_errore_B_risposta
export VERILOG_FILES = /design/flow/design.v
export SDC_FILE = /design/flow/constraint.sdc
export NUM_CORES = 4
export LEC_CHECK = 1
export CORE_UTILIZATION = 30
```
==> impl_metrics.py <==
# Auto-generated metrics
metrics = {
    "outcome": {
        "status": "complete, no violations",
    },
    "power_and_ir_drop": {
        "p_total_w": 0.00104,
        "vdd_drop_max_uv": 122,
        "power.density_nw_per_um2": 300,
        "power_leakage_nw": 1.21,
    },
    "grt": {
        "grt_first_pass_wirelength_um": 9330,
        "grt.overflow.total": 0,
        "grtUsageTotal": 0.172,
        "grt_antenna_before_repair": 0,
        "grt_max_degree": 32,
        "grt_pass1_vias": 1755,
    },
    "final_timing": {
        "hold_violations": 0,
        "fmax_mhz": 413,
        "setup_viol": 0,
        "worst_pin_slew_ns": 0.754,
        "post-route-min-period_ns": 2.42,
        "slew_headroom": 0.497,
        "fin_crit_sh": 0.637,
        "final.setup_skew_ns": 0.00483,
        "slew_violations": 0,
        "final.setup.tns_ns": 0,
        "hold_ws_ns": 0.473,
        "rsz0062_at_grt": "false",
    },
    "final_layout": {
        "layout.cells.non_filler": 386,
        "lay_top_cells": "clkdlybuf4s50_1, edfxtp_1, nor2_1, nand2_1, nand3_1",
        "drive_above_1_share": 0.0777,
        "comb_area_um2": 878,
        "num-fill-cells": 566,
        "layout_top_cell": "clkdlybuf4s50_1",
        "flop_area_um2": 1060,
        "syn2layout_area_growth_pct": 67.9,
    },
    "cts": {
        "cts_tree": "yes",
        "clockBufferDepth": 2,
        "cts_resized": 0,
        "postCtsSetupBuffers": 0,
        "cts_root_buf": "clkbuf_8",
        "clk_pin_slew_ns": 0.07,
        "h-tree-depth": 2,
        "clk_latency_ns": 0.29,
        "clkSinkCount": 37,
        "ctsHoldBuffers": 0,
        "cts_buffers": 5,
    },
    "critical_path": {
        "crit_type": "reg -> reg",
        "worstPathMaxFanout": 28,
        "slowest_delay_ns": 0.70,
        "r2r_slack_ns": 1.38,
        "cp-start-kind": "register",
        "end_kind": "register",
        "crit_required_ns": 3.84,
        "crit_arrival_ns": 2.46,
        "cp_cell_sequence": "inv_1, ha_1, nor2b_4, nor2_2, a221o_1",
        "slowest_stage": "nor2b_4",
    },
    "route": {
        "wire_per_inst_um": 15.5,
        "viasPerCell": 4.75,
        "wirelength_um": 5980,
        "ant_nets": 0,
        "vias": 1833,
        "route.detailed.drc": 0,
        "drt_iter0_drc": 92,
        "antenna_cells": 0,
        "first_pass_iters": 4,
    },
    "synth": {
        "yosys_warnings": 1,
        "ys_types": 31,
        "synth_area_um2": 2070,
        "syn-instance-count": 183,
        "avgSynthCellArea_um2": 11.3,
        "ys_cells": 183,
        "yosysChipArea_um2": 2070,
        "ys_seq_frac": 0.512,
        "ys_ff": 37,
    },
    "place": {
        "io_buffers": 131,
        "hpwl_um": 4460,
        "routabilityCongestion": 0.799,
        "dp_cells": 378,
    },
    "floorplanning": {
        "chipArea_um2": 7240,
        "coreArea_um2": 6490,
        "die_h_um": 85.1,
        "rows": 29,
        "chipWidth_um": 85.1,
        "fp_util": 0.319,
        "io_pins": 132,
    },
    "run": {
        "max-cap-violations": 0,
        "warnings": 29,
    },
    "min_path": {
        "hold_path_class": "reg -> reg",
    },
}
## cell families after synthesis
logic type                 count (synthesis)  synth area share
AOI/OAI and AO/OA                         41             0.200
adders and majority gates                  6            0.0362
buffers and inverters                     22            0.0640
DFF                                       37             0.512
muxes                                      1           0.00483
and+or+nand+nor                           76             0.182
## final cells by class
| cell class | count | area share |
|---|---|---|
| inverters | 7 | 0.00755 |
| repair buffers | 133 | 0.381 |
| flip-flops and latches | 37 | 0.305 |
| multi-input cells | 124 | 0.252 |
| well taps | 77 | 0.0277 |
| clock buffers | 8 | 0.0259 |
## Yosys cell counts
master	number	share of area
buf_6	4	0.022
o211ai_1	1	0.0036
or2_2	1	0.0030
nor2_1	19	0.034
o21a_1	1	0.0036
mux2i_1	1	0.0048
edfxtp_1	32	0.46
nand2_1	18	0.033
ha_1	6	0.036
nand2b_1	1	0.0030
nor2b_1	4	0.012
inv_1	7	0.013
a22o_1	1	0.0042
o21ai_0	1	0.0024
a221o_1	14	0.068
nor2b_2	1	0.0042
buf_4	3	0.011
a311o_1	1	0.0048
dfxtp_1	5	0.048
a21oi_1	4	0.0097
and2_1	13	0.039
or2b_4	1	0.0054
buf_1	1	0.0018
nand3_1	15	0.036
a311oi_1	5	0.021
a311oi_2	10	0.072
nor3_1	1	0.0024
nor2_2	1	0.0030
nor2b_4	1	0.0066
buf_2	7	0.017
a22oi_1	3	0.011
## worst paths after layout
kind,startpoint,end,cells after the start
setup / recovery,counter[0],data[16],5
hold / removal,counter[0],counter[0],1
setup reg to reg,counter[0],data[16],5
hold reg to reg,counter[0],counter[0],1
## flip-flops by register name, summed over array words and instances, names as in the netlist
| register | count |
|---|---|
| valid | 1 |
| counter | 3 |
| data | 32 |
| counter_en | 1 |
## worst max-delay path, delay by kind of cell, from the launching register on
kind                     cells  cell delay [ns]
AND/OR/NAND/NOR              2             1.00
buffers and inverters        1             0.09
flip-flops                   1             0.34
AND-OR/OR-AND                1             0.42
adder cells (fa/ha/maj)      1             0.32
## per-stage QoR
step                       util  cell area, um2  setup WS (ns)
after floorplan               -            2070           2.05
after global placement    0.522            3390           1.40
after detailed placement  0.522            3390           1.36
after CTS                 0.536            3480           1.35
after global routing      0.536            3480           1.21
final                     0.536            3480           1.38
## routing by layer
| metal | vias up | routed length (um) | track usage |
|---|---|---|---|
| met5 | - | 0 | 0 |
| met4 | 0 | 57 | 0.0169 |
| li1 | 934 | - | - |
| met3 | 4 | 428 | 0.0365 |
| met2 | 70 | 2870 | 0.283 |
| met1 | 825 | 2630 | 0.254 |
## where the power goes
| group | switching, W | total [W] | internal (W) |
|---|---|---|---|
| combinational | 0.0000897 | 0.000266 | 0.000176 |
| clock | 0.000140 | 0.000288 | 0.000148 |
| sequential | 0.0000112 | 0.000491 | 0.000479 |
Power figures rest on the tool's default switching activity, not on a simulated workload.
